### /design/flow/config.mk
export PLATFORM = sky130hd
export DESIGN_NAME = wordcnt
export DESIGN_NICKNAME = wordcnt
export VERILOG_FILES = /design/flow/design.v
export SDC_FILE = /design/flow/constraint.sdc
export NUM_CORES = 4
export LEC_CHECK = 1
export CORE_AREA = 10 10 75 75
export DIE_AREA = 0 0 85 85
### /design/flow/constraint.sdc
current_design wordcnt

set clk_period 5.4
set clk_io_pct 0.2

create_clock -name clk0 -period $clk_period [get_ports {clk}]

set non_clock_inputs [all_inputs -no_clocks]
set_input_delay [expr $clk_period * $clk_io_pct] -clock clk0 $non_clock_inputs
set_output_delay [expr $clk_period * $clk_io_pct] -clock clk0 [all_outputs]
### /design/flow/design.v
module wordcnt(data,plwc,reswc,enw,incw,decw,clk,wci,wco,dowc);
  input [7:0] data;
  input plwc,reswc,enw,incw,decw,clk,wci;
  output wco;
  output reg [7:0] dowc;
  always @(posedge clk)
    begin
    if(reswc)
      dowc=8'b0;
  else
    if(plwc)
      dowc=data;
  else
    if(enw)
      if(incw && ~wci)
        begin
          dowc=dowc+1;
        end
  else
    if(decw)
      begin
        if(dowc==8'b0 && wci==1'b0)
          dowc=dowc-1;
        else
          if(dowc!=8'b0)
            dowc=dowc-1;
      end
    end
  assign wco = (~((dowc===8'hff) && incw && enw)) && (~((dowc===8'h00) && decw && enw)) || wci;
endmodule
### /design/flow/run.sh
#!/bin/bash
# OpenROAD 26Q1-2900-gdf79404cd8, Yosys 0.63+post, stock flow scripts
make -C /OpenROAD-flow-scripts/flow DESIGN_CONFIG=/design/flow/config.mk WORK_HOME=/design/flow/orfs finish
==> run summary <==
Implementation numbers.

- The overall chip area is 7230 sq um.
- The first-pass detailed-route iteration total is 4.
- The critical path's most frequent cell is sky130_fd_sc_hd__clkdlybuf4s50_1.
- Looking at the reg2reg group, the worst path starts from dowc[0].
- The worst setup path is of the input port to output port kind.
- The number of H-tree branching levels is 1.
- The final timing summary puts the cycle share of the worst path at 0.688.
- The post-cts resize count is 0.
- For reference, the placement row count at floorplan is 23.
- The internal power is 0.166 mW.
- The endpoint class of the critical path is an output port.
- In this run the maximum-capacitance check reported violations numbering 0.
- Subtracting the final worst setup slack from the clock period gives 3.71 ns.
- For reference, the final report shows the max-slew violation count at 0.
- The kind of start point of the critical path is an input port.
- The stage delay of the slowest cell on the critical path is 0.50 ns.
- The total overflow reported by the global router is 0.
- As logged by OpenROAD, the buffers inserted on ports number 23.
- The I/O pin count is 24.
- For the final database, setup skew stands at 0.000715 ns.
- The final tally of hold violations is 0.
- The largest net degree at the start of global routing is 12.
- The setup TNS is 0 ns.
- The vias after detailed routing is 773.
- The post-synthesis share of cell area spent on and, or, nand and nor gates is 0.223.
- The power report attributes to the clock group a share of 0.291.
- The type of the most critical hold path is register to register.
- The first global-routing pass estimated 3.42 mm of wire.
- Per the timing report, the biggest fanout along the worst path comes to 3.
- The half-perimeter wire length after placement is 1.72 mm.
- The total power after layout is 0.241 mW.
- The post-synth design cell area is 741 sq um.
- The first element of the critical path is incw.
- The total routing resource utilization after global routing is 0.0557.
- Post-CTS timing repair inserted 0 buffers for setup.
- The violation tally recorded at the end of detailed-routing iteration 0 is 22.
- The distinct cell type count of the synthesized netlist is 35.
- The floorplan die height is 85 um.
- The share of total power dissipated in combinational logic is 0.393.
- The endpoint of the worst-slack reg-to-reg timing path is dowc[1].
- The reported leakage power is 0.424 nW.
- The xor and xnor area share after synthesis is 0.0709.
- Looking at area per cell type in the netlist, the leader is sky130_fd_sc_hd__dfxtp_1.
- At the worst endpoint, the arrival time is 2.63 ns.
- The die is 85 um wide.
- The part of the Yosys area used for sequential elements is 0.216.
- The average vias per placed instance is 4.71.
- Counting along the longest clock path gives a buffer depth of 2.
- The initial antenna violation count was 0.
- The slowest cell on the critical path is sky130_fd_sc_hd__clkdlybuf4s50_1.
- Timing would allow up to 269 MHz.
- In the post-synthesis netlist, the biggest area contributors are sky130_fd_sc_hd__dfxtp_1, sky130_fd_sc_hd__ha_1, sky130_fd_sc_hd__a21oi_1.
- The number of buffers added by the clock tree synthesis step is 3.
- The logic depth of the worst register-to-register path is 5.
- The run finished with clean final reports.
- The number of global-route vias before repair was 715.
- Setup repair after global routing left no endpoint under its margin.
- The number of logged tool warnings is 26.
- The clock-pin slew of the registers on the worst-case setup and hold paths is 0.04 ns.
- The detailed-route DRC error count is 0.
- In this run the remaining antenna-violating nets after routing total 0.
- Switching power as a fraction of the total was reported as 0.312.
- At the pin with the least slew margin, the transition time is 0.428 ns.
- Per the detailed-route log, wirelength across all metal layers totals 2.13 mm.
- The buffer cell driving the clock tree root is sky130_fd_sc_hd__clkbuf_8.
- The final number of setup-violating endpoints is 0.
- The slack of the worst reg-to-reg path is 3.48 ns.
- The endpoint of the worst setup timing path is wco.
- TritonCTS built the clock tree.
- Per the Yosys statistics, synthesis produced 90 cells.
- The total of hold buffers inserted after clock tree synthesis is 0.
- The flip-flop and latch area is 160 sq um.
- The weighted congestion at the end of routability-driven global placement is 0.909.
- The area share of the largest cell type after synthesis is 0.216.
- Of the total power, registers draw 0.316.
- The post-synthesis sequential element count is 8.
- The switching power summed over all nets is 0.0751 mW.
- For reference, the critical path cell chain is clkdlybuf4s50_1 -> nand2_1 -> nor3_1 -> a21oi_1 -> or3b_1 -> clkdlybuf4s50_1.
- The routed design ends up with an antenna cell count of 0.
- The starting density of the core is 0.183.
- The portion of synthesized area spent on multiplexers is 0.0405.
- For this run, the chip area from Yosys synthesis comes to 741 sq um.
- The largest voltage drop on the vdd net is 0.0000975 V.
- The and-or/or-and share of the synthesized area is 0.269.
- According to the timing report, the data required time at the worst endpoint equals 4.32 ns.
- The filler cell count is 421.
- Per the run report, area growth between synthesis and finish was 43.1%.
- Per the OpenROAD floorplan log, the area of the core is 4060 sq um.
- Of the cells placed in the final design, the portion with a size suffix greater than 1 is 0.0351.
- The area share of fa/ha/maj cells after synthesis is 0.145.
- In the synthesized netlist, the dominant kind of combinational cell is AND-OR/OR-AND gates.
- The clock insertion delay at the later pin of the skew report is 0.22 ns.
- The flip-flop count of the largest register after layout is 8.
- In the synthesized netlist, the number of instances is 90.
- Headroom to the max-slew limit came out at 0.715.
- CTS saw 8 sinks.
- The cell area power density is 227 nW/um^2.
- The average size of a mapped cell is 8.23 sq um.
- The area of the multi-input gates is 554 sq um.
- In the final routed layout, each cell accounts on average for 13.0 um.
- For this run, the number of Yosys warnings is 1.
## cell type report
cell class                 instances  share of cell area
timing repair buffer              23               0.217
clock buffer                       3              0.0390
multi-input combinational         77               0.523
sequential                         8               0.151
inverter                           3              0.0106
tap                               50              0.0590
## worst min path at each step
stage | startpoint | end | slack, ns | cells after the start
after CTS | dowc[2] | dowc[2] | 0.59 | 2
after global routing | dowc[2] | dowc[2] | 0.65 | 2
final | dowc[2] | dowc[2] | 0.57 | 2
## placed cells by master, fill, tap and decap left out, types with 4 or more instances in the layout
cell                              count
sky130_fd_sc_hd__a211oi_1             4
sky130_fd_sc_hd__nand2_1              5
sky130_fd_sc_hd__a21oi_1              7
sky130_fd_sc_hd__dfxtp_1              8
sky130_fd_sc_hd__ha_1                 7
sky130_fd_sc_hd__clkdlybuf4s50_1     23
sky130_fd_sc_hd__nor2_1               9
## per-layer routing
| metal | wire length [um] | part of all wire | GRT usage | vias to the layer above |
|---|---|---|---|---|
| met4 | 0 | 0 | 0.00299 | 0 |
| met2 | 823 | 0.39 | 0.0743 | 22 |
| met5 | 0 | 0 | 0 | - |
| met1 | 1070 | 0.50 | 0.0773 | 360 |
| li1 | - | - | - | 391 |
| met3 | 233 | 0.11 | 0.0347 | 0 |
## power groups by stage
stage / combinational (mW) / clock (mW) / sequential [mW]
global route: 0.106 / 0.0790 / 0.0771
finish: 0.0948 / 0.0702 / 0.0761
CTS: 0.0955 / 0.0724 / 0.0759
## critical path, delay by kind of cell
family                 cells  cell delay, ns
AND/OR/NAND/NOR            3            0.58
AND-OR/OR-AND              1            0.06
buffers and inverters      2            0.91
## metrics by stage
step	area (sq um)	setup slack [ns]	hold WS, ns	util	std cells
after floorplan	741	2.69	0.501	-	90
after global placement	1020	1.70	0.569	0.251	161
after detailed placement	1020	1.68	0.583	0.251	161
after CTS	1060	1.66	0.587	0.261	164
after global routing	1060	1.61	0.652	0.261	164
final	1060	1.69	0.574	0.261	164
## synth_stat cells
cell type / count
sky130_fd_sc_hd__dfxtp_1: 8
sky130_fd_sc_hd__o21a_1: 2
sky130_fd_sc_hd__o21ai_1: 1
sky130_fd_sc_hd__a31oi_1: 1
sky130_fd_sc_hd__nand4b_1: 1
sky130_fd_sc_hd__a211o_1: 1
sky130_fd_sc_hd__o21ai_2: 1
sky130_fd_sc_hd__a211oi_1: 4
sky130_fd_sc_hd__nor2b_1: 2
sky130_fd_sc_hd__o21ai_0: 2
sky130_fd_sc_hd__a21oi_1: 7
sky130_fd_sc_hd__o211ai_1: 1
sky130_fd_sc_hd__nand4_1: 2
sky130_fd_sc_hd__a21o_1: 2
sky130_fd_sc_hd__and2_1: 1
sky130_fd_sc_hd__a221oi_1: 1
sky130_fd_sc_hd__clkbuf_1: 1
sky130_fd_sc_hd__nand2_1: 5
sky130_fd_sc_hd__a41o_1: 2
sky130_fd_sc_hd__or4_1: 2
sky130_fd_sc_hd__or3b_1: 1
sky130_fd_sc_hd__ha_1: 7
sky130_fd_sc_hd__buf_6: 1
sky130_fd_sc_hd__nand2b_1: 1
sky130_fd_sc_hd__o221a_1: 1
sky130_fd_sc_hd__inv_1: 3
sky130_fd_sc_hd__xor2_1: 3
sky130_fd_sc_hd__fa_1: 1
sky130_fd_sc_hd__mux2i_1: 3
sky130_fd_sc_hd__and3_1: 2
sky130_fd_sc_hd__a31o_1: 2
sky130_fd_sc_hd__nor2_1: 9
sky130_fd_sc_hd__nor3_1: 3
sky130_fd_sc_hd__xnor2_1: 3
sky130_fd_sc_hd__nand3_1: 3
## logic make-up (layout without fill, tap and decap cells)
logic type / count (synthesis) / in the layout
and+or+nand+nor: 32 / 32
AOI/OAI and AO/OA: 28 / 28
adders and majority gates: 8 / 8
DFF: 8 / 8
xor gates and xnor gates: 6 / 6
buffers and inverters: 5 / 29
muxes: 3 / 3
Power and IR drop assume default switching activity.
