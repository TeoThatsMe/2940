[design.v]
module addrcnt(data,plac,ena,inca,deca,clk,aci,aco,doac);
  input [7:0] data;
  input plac,ena,inca,deca,clk,aci;
  output aco;
  output reg [7:0] doac;
  always @(posedge clk)
    begin
      if(plac)
      doac=data;
  else
    if(ena)
      if(inca && ~aci)
        begin
          doac=doac+1;
        end
  else
    if(deca)
      begin
        if(doac==8'b0 && aci==1'b0)
          doac=doac-1;
        else
          if(doac!=8'b0)
            doac=doac-1;
      end
    end
  assign aco = (~((doac===8'hff) && inca && ena)) && (~((doac===8'h00) && deca && ena)) || aci;
endmodule
[run.sh]
#!/bin/bash
# OpenROAD 26Q1-2900-gdf79404cd8, Yosys 0.63+post, stock flow scripts
make -C /OpenROAD-flow-scripts/flow DESIGN_CONFIG=/design/flow/config.mk WORK_HOME=/design/flow/orfs finish
[config.mk]
export PLATFORM = sky130hd
export DESIGN_NAME = addrcnt
export DESIGN_NICKNAME = addrcnt
export VERILOG_FILES = /design/flow/design.v
export SDC_FILE = /design/flow/constraint.sdc
export NUM_CORES = 4
export LEC_CHECK = 1
export CORE_AREA = 10 10 77 77
export DIE_AREA = 0 0 87 87
[constraint.sdc]
current_design addrcnt

set clk_period 3.8
set clk_io_pct 0.2

create_clock -name clk0 -period $clk_period [get_ports {clk}]

set non_clock_inputs [all_inputs -no_clocks]
set_input_delay [expr $clk_period * $clk_io_pct] -clock clk0 $non_clock_inputs
set_output_delay [expr $clk_period * $clk_io_pct] -clock clk0 [all_outputs]
==> Slide: Implementation Results <==
Implementation Results

Synthesis
  • Mapped Cells: 76
  • Yosys warns: 1
  • Main flop type: edfxtp_1
  • Synth top cell by count: edfxtp_1
  • Top cells by count, synth: 8 x edfxtp_1, 7 x ha_1, 7 x nand2_1
  • Area leader share: 0.3299
  • Yosys Instances: 76
  • Distinct lib cells used: 35
  • Mean Syn Cell Area: 9.582 sq um
  • Yosys Chip Area: 728.2 sq um
  • Top cells by area: edfxtp_1 33%, ha_1 12%, nand2_1 3.6%
  • FFs w/ async S/R, synth: 0
  • Synth Cell Area: 728.2 sq um
  • Post-synth regs: 8
  • Synth area leader: edfxtp_1
  • Post-synth EDFFs: 8
  • Post-synth seq share: 0.3299

Worst setup path
  • Data arrival time of the worst path: 2260 ps
  • FF-to-FF End: doac[6]$_DFFE_PP_
  • CP max FO: 2
  • Critical path class: in -> out
  • R2R depth: 5
  • Critical Path End Type: primary output
  • Worst Path Required: 3040 ps
  • Setup crit start kind: input port
  • R2r startpoint: doac[0]$_DFFE_PP_
  • Reg2reg setup slack: 1690 ps

Min path
  • Hold Path Class: reg -> reg
  • Hold path depth: 1
  • Hold path endpoint: doac[0]$_DFFE_PP_
  • Hold Startpoint: doac[0]$_DFFE_PP_

Timing
  • Period utilization: 0.7939
  • Min cycle time layout: 3017 ps
  • Slew @ Worst Pin: 658.0 ps
  • Hold Fails Final Rpt: 0
  • # setup viols final: 0
  • Setup_tns: 0 ps
  • Slew Viols, Final: 0
  • RSZ-0062 raised after global routing: false
  • Max-Slew Margin vs Limit: 0.5599
  • Achievable clock frequency: 331.5 MHz
  • Clock skew: 4.659 ps

Layout
  • Layout cell share with drive strength beyond 1: 0.08081
  • Max reg flops: 8
  • Area delta synth->final: 43.81%
  • Fill cells: 439

Power
  • PwrDens: 406.2 nW/um^2
  • Leakage: 0.0003742 uW
  • VDD IR max: 0.0001115 V
  • Total power draw: 425.3 uW

Clock network
  • Clock transition at path regs: 40 ps
  • Number of clock sinks: 8
  • Root Driver: clkbuf_8
  • Num CTS Buffers: 3
  • Clk buf depth: 2
  • H-tree depth: 1
  • Insertion Delay late pin: 230 ps
  • CTS tree: done
  • Hold Buf Count CTS: 0
  • Post-cts resize count: 0
  • Post-CTS Setup Inserts: 0

GRT
  • Vias in the first global route: 739
  • Pin count of the biggest net entering global routing: 21
  • Gr ovfl total: 0
  • First-pass GRT wire length: 3.581 mm
  • Initial antenna violation count: 0
  • GR Util All Layers: 0.05636

Drt
  • Avg WL per Cell: 13.56 microns
  • Number of routed nets with antenna violations: 0
  • Routed via count: 674
  • Vias per Instance: 4.464
  • Initial drt markers: 109
  • Drt first pass iters: 6
  • ANT cells: 0
  • Post-Route WL: 2.048 mm
  • DRC Markers: 0

Floorplanning
  • Die Y: 87 microns
  • # rows: 24
  • I/O Pins: 23
  • Die Wd: 87 microns
  • Core Util at FP: 0.1672
  • DIE AREA: 7569 sq um
  • Core ar.: 4354 sq um

Placed design
  • GP Congestion: 0.8515
  • Dpl hpwl: 1.572 mm
  • Buffers on Ports: 22

Flow run
  • Log Warnings: 26
  • Max capacitance violation total: 0

Outcome
  • Status: complete, no violations
## through the flow
step                setup WS (ps)  cell area (sq um)  hold WS, ps  cells    util
detailed placement          670.1               1006        757.3    148  0.2310
finish                      783.3               1047        763.9    151  0.2405
global placement            727.3               1006        759.1    148  0.2310
global route                701.0               1047        831.0    151  0.2405
floorplan                    1302              728.2        668.7     76       -
CTS                         781.4               1047        765.2    151  0.2405
## how the worst max path moves through the flow
stage                 from  end  depth (start not counted)
after CTS             inca  aco                          6
after global routing  inca  aco                          6
final                 inca  aco                          6
## cells in the final DEF (no fill, tap or decap), drive strengths merged, types with 2 or more instances in the layout
master         Yosys  routed
nand2              7       7
ha                 7       7
a21o               3       3
or4                3       3
clkbuf             2       3
o21a               2       2
nand2b             2       2
nor3b              2       2
nor3               2       2
nor2               2       2
xnor2              3       3
clkdlybuf4s50      0      22
a31o               2       2
nand3              3       3
inv                3       3
edfxtp             8       8
o21ai              5       5
a21oi              4       4
## per-layer routing
layer | global-route usage | wire length (microns) | up-vias
met1 | 0.07585 | 922 | 307
met2 | 0.08794 | 904 | 21
met5 | 0 | 0 | -
met3 | 0.01509 | 176 | 2
li1 | - | - | 344
met4 | 0.01325 | 44 | 0
## report_power, final
part | switching [uW] | total, uW | internal (uW)
Combinational | 80.0 | 182 | 102
Sequential | 21.3 | 142 | 121
Clock | 32.2 | 101 | 68.5
## cells by family after synthesis
family          Yosys count  share of synthesized area
simple gates             26                     0.2010
compound gates           25                     0.2440
fa+ha+maj                 8                     0.1478
flops                     8                     0.3299
buf+inv                   5                    0.02578
xor+xnor                  3                    0.03609
mux                       1                    0.01546
## critical path, stage by stage
cell	delay (ps)
clkdlybuf4s50_1	480
nand3_1	70
nor3_1	140
a21oi_1	60
or3b_1	340
clkdlybuf4s50_1	410
## layout make-up
cell class	count	area [sq um]	share of cell area
tap	52	65.06	0.06213
timing repair buffer	22	220.2	0.2103
sequential	8	240.2	0.2294
multi-input combinational	63	469.2	0.4480
inverter	3	11.26	0.01075
clock buffer	3	41.29	0.03943
Power and IR drop assume default switching activity.
