File: ./config.mk
export PLATFORM = sky130hd
export DESIGN_NAME = decoder
export DESIGN_NICKNAME = decoder
export VERILOG_FILES = /design/flow/design.v
export SDC_FILE = /design/flow/constraint.sdc
export NUM_CORES = 4
export LEC_CHECK = 1
export CORE_AREA = 10 10 70 70
export DIE_AREA = 0 0 80 80
File: ./constraint.sdc
current_design decoder

set clk_period 1.0
set clk_io_pct 0.2

create_clock -name clk0 -period $clk_period

set non_clock_inputs [all_inputs -no_clocks]
set_input_delay [expr $clk_period * $clk_io_pct] -clock clk0 $non_clock_inputs
set_output_delay [expr $clk_period * $clk_io_pct] -clock clk0 [all_outputs]
File: ./design.v
module decoder(instr,docr,clk,plar,plwr,plcr,plac,ena,inca,deca,reswc,plwc,enw,incw,decw,oedata,sela,selw,seldata);
  input [2:0] instr,docr;
  input clk;
  output reg plar,plwr,plcr,plac,ena,inca,deca,reswc,plwc,enw,incw,decw,oedata,sela,selw;
  output reg [1:0] seldata;
  always @(instr or docr)
    casex({instr,docr})
      6'b000_xxx:{plar,plwr,sela,selw,plcr,seldata,plac,ena,inca,deca,reswc,plwc,enw,incw,decw,oedata}=17'b0_0_0_0_1_00_0_0_0_0_0_0_0_0_0_0;
      6'b001_xxx:{plar,plwr,sela,selw,plcr,seldata,plac,ena,inca,deca,reswc,plwc,enw,incw,decw,oedata}=17'b0_0_0_0_0_10_0_0_0_0_0_0_0_0_0_1;
      6'b010_xxx:{plar,plwr,sela,selw,plcr,seldata,plac,ena,inca,deca,reswc,plwc,enw,incw,decw,oedata}=17'b0_0_0_0_0_01_0_0_0_0_0_0_0_0_0_1;
      6'b011_xxx:{plar,plwr,sela,selw,plcr,seldata,plac,ena,inca,deca,reswc,plwc,enw,incw,decw,oedata}=17'b0_0_0_0_0_00_0_0_0_0_0_0_0_0_0_1;
      6'b100_x01:{plar,plwr,sela,selw,plcr,seldata,plac,ena,inca,deca,reswc,plwc,enw,incw,decw,oedata}=17'b0_0_1_0_0_00_1_0_0_0_1_0_0_0_0_0;
      6'b100_x00:{plar,plwr,sela,selw,plcr,seldata,plac,ena,inca,deca,reswc,plwc,enw,incw,decw,oedata}=17'b0_0_1_1_0_00_1_0_0_0_0_1_0_0_0_0;
      6'b100_x10:{plar,plwr,sela,selw,plcr,seldata,plac,ena,inca,deca,reswc,plwc,enw,incw,decw,oedata}=17'b0_0_1_1_0_00_1_0_0_0_0_1_0_0_0_0;
      6'b100_x11:{plar,plwr,sela,selw,plcr,seldata,plac,ena,inca,deca,reswc,plwc,enw,incw,decw,oedata}=17'b0_0_1_1_0_00_1_0_0_0_0_1_0_0_0_0;
      6'b101_xxx:{plar,plwr,sela,selw,plcr,seldata,plac,ena,inca,deca,reswc,plwc,enw,incw,decw,oedata}=17'b1_0_0_0_0_00_1_0_0_0_0_0_0_0_0_0;
      6'b110_x01:{plar,plwr,sela,selw,plcr,seldata,plac,ena,inca,deca,reswc,plwc,enw,incw,decw,oedata}=17'b0_1_0_0_0_00_1_0_0_0_1_0_0_0_0_0;
      6'b110_x00:{plar,plwr,sela,selw,plcr,seldata,plac,ena,inca,deca,reswc,plwc,enw,incw,decw,oedata}=17'b0_1_0_0_0_00_0_0_0_0_0_1_0_0_0_0;
      6'b110_x10:{plar,plwr,sela,selw,plcr,seldata,plac,ena,inca,deca,reswc,plwc,enw,incw,decw,oedata}=17'b0_1_0_0_0_00_0_0_0_0_0_1_0_0_0_0;
      6'b110_x11:{plar,plwr,sela,selw,plcr,seldata,plac,ena,inca,deca,reswc,plwc,enw,incw,decw,oedata}=17'b0_1_0_0_0_00_0_0_0_0_0_1_0_0_0_0;
      6'b111_010:{plar,plwr,sela,selw,plcr,seldata,plac,ena,inca,deca,reswc,plwc,enw,incw,decw,oedata}=17'b0_0_0_0_0_00_0_1_1_0_0_0_0_0_0_0;
      6'b111_110:{plar,plwr,sela,selw,plcr,seldata,plac,ena,inca,deca,reswc,plwc,enw,incw,decw,oedata}=17'b0_0_0_0_0_00_0_1_0_1_0_0_0_0_0_0;
      6'b111_000:{plar,plwr,sela,selw,plcr,seldata,plac,ena,inca,deca,reswc,plwc,enw,incw,decw,oedata}=17'b0_0_0_0_0_00_0_1_1_0_0_0_1_0_1_0;
      6'b111_100:{plar,plwr,sela,selw,plcr,seldata,plac,ena,inca,deca,reswc,plwc,enw,incw,decw,oedata}=17'b0_0_0_0_0_00_0_1_0_1_0_0_1_0_1_0;
      6'b111_001:{plar,plwr,sela,selw,plcr,seldata,plac,ena,inca,deca,reswc,plwc,enw,incw,decw,oedata}=17'b0_0_0_0_0_00_0_1_1_0_0_0_1_1_0_0;
      6'b111_101:{plar,plwr,sela,selw,plcr,seldata,plac,ena,inca,deca,reswc,plwc,enw,incw,decw,oedata}=17'b0_0_0_0_0_00_0_1_0_1_0_0_1_1_0_0;
      6'b111_011:{plar,plwr,sela,selw,plcr,seldata,plac,ena,inca,deca,reswc,plwc,enw,incw,decw,oedata}=17'b0_0_0_0_0_00_0_1_1_0_0_0_1_1_0_0;
      6'b111_111:{plar,plwr,sela,selw,plcr,seldata,plac,ena,inca,deca,reswc,plwc,enw,incw,decw,oedata}=17'b0_0_0_0_0_00_0_1_0_1_0_0_1_1_0_0;
    endcase
endmodule
File: ./run.sh
#!/bin/bash
# OpenROAD 26Q1-2900-gdf79404cd8, Yosys 0.63+post, stock flow scripts
make -C /OpenROAD-flow-scripts/flow DESIGN_CONFIG=/design/flow/config.mk WORK_HOME=/design/flow/orfs finish
==> impl_results.html <==
<p>Metrics extracted from the flow reports.</p>
<table>
<tr><th>Metric</th><th>Value</th></tr>
<tr><th colspan="2">Placed design</th></tr>
<tr><td>Count of input and output buffers</td><td>23</td></tr>
<tr><td>Routability congestion estimate from global placement</td><td>0.761</td></tr>
<tr><td>Placement Setup Slack</td><td>-0.885 ns</td></tr>
<tr><td>Placed Cells incl. Taps</td><td>96</td></tr>
<tr><td>Area of placed instances</td><td>433 um2</td></tr>
<tr><td>Total half-perimeter wirelength after legalization and detailed placement</td><td>712 um</td></tr>
<tr><th colspan="2">Route</th></tr>
<tr><td>Via count</td><td>290</td></tr>
<tr><td>Iteration-0 DRC count of the detailed router</td><td>6</td></tr>
<tr><td>Number of routed nets with antenna violations</td><td>0</td></tr>
<tr><td>Routed WL per cell</td><td>9.25 um</td></tr>
<tr><td>Final wirelength</td><td>953 um</td></tr>
<tr><td>DRC violation count after routing</td><td>0</td></tr>
<tr><td>Routed via count divided by cell count</td><td>2.82</td></tr>
<tr><td>Number of antenna repair diodes</td><td>0</td></tr>
<tr><td>Detailed-routing iteration count for the pre-antenna-repair pass</td><td>2</td></tr>
<tr><th colspan="2">Die</th></tr>
<tr><td>Floorplan-stage core utilization</td><td>3.59%</td></tr>
<tr><td>Die span in x</td><td>80 um</td></tr>
<tr><td>Std-Cell Rows</td><td>21</td></tr>
<tr><td>Die boundary height</td><td>80 um</td></tr>
<tr><td>Chip footprint</td><td>6400 um2</td></tr>
<tr><td>I/O Pins</td><td>24</td></tr>
<tr><td>Std-Cell Core Area</td><td>3420 um2</td></tr>
<tr><th colspan="2">Layout</th></tr>
<tr><td>Finished layout cell area</td><td>567 um2</td></tr>
<tr><td>Area growth, synth to finish</td><td>362%</td></tr>
<tr><td>Clock buffer count in the final layout</td><td>0</td></tr>
<tr><td>Fraction of final layout cells sized beyond drive strength 1</td><td>66.7%</td></tr>
<tr><td>FF+latch area</td><td>0 um2</td></tr>
<tr><td>Flop count</td><td>0</td></tr>
<tr><td>Final instance count without filler cells</td><td>103</td></tr>
<tr><td>Number of fill cells</td><td>379</td></tr>
<tr><td>Final core utilization</td><td>16.6%</td></tr>
<tr><th colspan="2">Global route</th></tr>
<tr><td>Global-route usage over all layers</td><td>2.59%</td></tr>
<tr><td>Antenna violations before repair</td><td>0</td></tr>
<tr><td>Number of global-route vias before repair</td><td>269</td></tr>
<tr><td>Pin count of the biggest net entering global routing</td><td>9</td></tr>
<tr><td>Residual overflow from global routing</td><td>0</td></tr>
<tr><td>First-pass GRT wire length</td><td>1.41 mm</td></tr>
<tr><th colspan="2">STA</th></tr>
<tr><td>Actual slew at the worst max-slew pin</td><td>0.178 ns</td></tr>
<tr><td>Highest attainable clock frequency</td><td>1000 MHz</td></tr>
<tr><td>Setup repair after global routing missed its margin</td><td>yes</td></tr>
<tr><td>Count of final max-slew check failures</td><td>0</td></tr>
<tr><td>Shortest clock period the worst path allows after layout</td><td>0.998 ns</td></tr>
<tr><td>Cycle use final</td><td>99.8%</td></tr>
<tr><td>Hold Violations, Final</td><td>0</td></tr>
<tr><td>Setup WS post-layout</td><td>0.00188 ns</td></tr>
<tr><td>Normalized max-slew margin</td><td>88.0%</td></tr>
<tr><td>Fin Hold WS</td><td>0.649 ns</td></tr>
<tr><td>Setup tns final</td><td>0 ns</td></tr>
<tr><td>Endpoints failing setup</td><td>0</td></tr>
<tr><th colspan="2">Critical path</th></tr>
<tr><td>Data arrival, critical path</td><td>0.80 ns</td></tr>
<tr><td>Required time at the worst-slack endpoint</td><td>0.80 ns</td></tr>
<tr><td>Largest incremental delay on the critical path</td><td>0.23 ns</td></tr>
<tr><td>Path type of the worst setup path</td><td>in -&gt; out</td></tr>
<tr><td>Cells along the critical path</td><td>buf_12 &gt; buf_6 &gt; inv_4 &gt; nor3_1 &gt; dlygate4sd2_1</td></tr>
<tr><td>Cell type group with the largest total delay on the critical path</td><td>buffers and inverters</td></tr>
<tr><td>Crit path capture type</td><td>primary output</td></tr>
<tr><td>Largest fanout of any net on the critical path</td><td>5</td></tr>
<tr><td>Combined buffer and inverter count along the critical path</td><td>4</td></tr>
<tr><td>Kind of start point of the critical path</td><td>input port</td></tr>
<tr><td>Slowest cell on the critical path</td><td>sky130_fd_sc_hd__dlygate4sd2_1</td></tr>
<tr><th colspan="2">Logic synthesis</th></tr>
<tr><td>Unique masters post-synth</td><td>11</td></tr>
<tr><td>Fraction of post-synthesis cell area in the top cell type by area</td><td>18.4%</td></tr>
<tr><td>Count of instantiated cells in the yosys netlist</td><td>24</td></tr>
<tr><td>Cell area after technology mapping</td><td>123 um2</td></tr>
<tr><td>Part of the Yosys area used for sequential elements</td><td>0%</td></tr>
<tr><td>Cell type with the largest total area</td><td>sky130_fd_sc_hd__nor2_1</td></tr>
<tr><td>Mean Syn Cell Area</td><td>5.11 um2</td></tr>
<tr><td>Post-synth area hogs</td><td>sky130_fd_sc_hd__nor2_1 (18%), sky130_fd_sc_hd__nor3_1 (16%), sky130_fd_sc_hd__and3_1 (15%)</td></tr>
<tr><td>Area of the synthesized netlist per yosys stat</td><td>123 um2</td></tr>
<tr><td>Count of synthesis-stage warnings from yosys</td><td>1</td></tr>
<tr><td>Count of mapped cells out of synthesis</td><td>24</td></tr>
<tr><th colspan="2">Worst hold path</th></tr>
<tr><td>Hold crit path type</td><td>in -&gt; out</td></tr>
<tr><th colspan="2">Power and ir drop</th></tr>
<tr><td>Power Internal</td><td>0.112 mW</td></tr>
<tr><td>Clk network pwr share</td><td>0%</td></tr>
<tr><td>PwrDens</td><td>312 nW/um2</td></tr>
<tr><td>Share of total power consumed by net switching</td><td>36.8%</td></tr>
<tr><td>VDD IR-drop max</td><td>35.2 uV</td></tr>
<tr><td>Total power of the final layout</td><td>0.177 mW</td></tr>
<tr><td>Leakage power total</td><td>0.271 nW</td></tr>
<tr><td>Share of total power in sequential cells</td><td>0%</td></tr>
<tr><td>Combinational power share</td><td>100.0%</td></tr>
<tr><td>Switching power of the nets</td><td>0.0651 mW</td></tr>
<tr><th colspan="2">Run</th></tr>
<tr><td>Total tool warning count</td><td>34</td></tr>
<tr><td>Number of maximum-capacitance violations</td><td>0</td></tr>
<tr><th colspan="2">Run status</th></tr>
<tr><td>Status</td><td>completed</td></tr>
</table>
## synth_stat cells
master,number
sky130_fd_sc_hd__o22ai_1,1
sky130_fd_sc_hd__and2_1,1
sky130_fd_sc_hd__inv_2,2
sky130_fd_sc_hd__inv_1,2
sky130_fd_sc_hd__nor2b_1,1
sky130_fd_sc_hd__nor2_1,6
sky130_fd_sc_hd__nand2b_1,2
sky130_fd_sc_hd__a21oi_1,1
sky130_fd_sc_hd__and3_1,3
sky130_fd_sc_hd__nand3_2,1
sky130_fd_sc_hd__nor3_1,4
## path summary, 6_finish.rpt
kind / from / end / slack (ns) / cells past startpoint
hold / removal: docr[0] / decw / 0.65 / 3
setup / recovery: instr[2] / sela / 0.002 / 5
## kinds of logic (layout without fill, tap and decap cells)
group | Yosys count | after routing | synth area share [%]
AOI/OAI and AO/OA | 2 | 2 | 9.18
buffers and inverters | 4 | 37 | 12.2
and+or+nand+nor | 18 | 18 | 78.6
## per-layer routing
metal | part of all wire (%) | vias to the layer above | GRT usage, %
met5 | 0 | - | 0
met4 | 0 | 0 | 0
met3 | 8.5 | 0 | 0.568
met2 | 51 | 12 | 4.65
met1 | 41 | 132 | 3.23
li1 | - | 146 | -
## placed cells by master (no fill, tap or decap), types with 2 or more instances in the layout
cell	count
sky130_fd_sc_hd__buf_12	3
sky130_fd_sc_hd__clkbuf_2	2
sky130_fd_sc_hd__dlygate4sd2_1	4
sky130_fd_sc_hd__and3_4	2
sky130_fd_sc_hd__nor2_2	2
sky130_fd_sc_hd__buf_4	7
sky130_fd_sc_hd__clkdlybuf4s15_1	6
sky130_fd_sc_hd__buf_6	6
sky130_fd_sc_hd__nor2_1	3
sky130_fd_sc_hd__nand2b_4	2
sky130_fd_sc_hd__buf_2	5
sky130_fd_sc_hd__inv_4	2
sky130_fd_sc_hd__nor3_1	2
## layout make-up
type	instances	area, um2	share of cell area [%]
repair buffers	33	310	54.7
inverters	4	20.0	3.53
well taps	46	57.6	10.2
multi-input cells	20	179	31.6
## timing repair
item | 4_1_cts | 5_1_grt
cloned | 0 | 0
hold buffers | 0 | 0
pin swaps | 7 | 2
hold endpoints to repair | 0 | 0
resized | 87 | 12
setup endpoints to repair | 17 | 8
buffers inserted | 5 | 2
## power by group through the flow
| stage | combinational, mW | clock [mW] | sequential [mW] |
|---|---|---|---|
| final | 0.177 | 0 | 0 |
| after global routing | 0.192 | 0 | 0 |
| after CTS | 0.160 | 0 | 0 |
## tightest hold or removal path: stages
cell and delay (ns):
sky130_fd_sc_hd__buf_4 0.11, sky130_fd_sc_hd__nor3_2 0.04, sky130_fd_sc_hd__buf_2 0.10
Power and IR drop assume default switching activity.
